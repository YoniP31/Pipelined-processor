**./config.mk**
```make
export PLATFORM = sky130hd
export DESIGN_NAME = ADDER
export DESIGN_NICKNAME = ADDER
export VERILOG_FILES = /design/flow/design.v
export SDC_FILE = /design/flow/constraint.sdc
export NUM_CORES = 4
export LEC_CHECK = 1
export CORE_AREA = 10 10 70 70
export DIE_AREA = 0 0 80 80
```
**./constraint.sdc**
```tcl
current_design ADDER

set clk_period 9.9
set clk_io_pct 0.2

create_clock -name clk0 -period $clk_period

set non_clock_inputs [all_inputs -no_clocks]
set_input_delay [expr $clk_period * $clk_io_pct] -clock clk0 $non_clock_inputs
set_output_delay [expr $clk_period * $clk_io_pct] -clock clk0 [all_outputs]
```
**./design.v**
```verilog
module ADDER(
    input [15:0] i_val1, i_val2,
    output [15:0] o_Adder_out
);
assign o_Adder_out = i_val1 + i_val2;
endmodule
```
**./run.sh**
```bash
#!/bin/bash
# OpenROAD 26Q1-2900-gdf79404cd8, Yosys 0.63+post, stock flow scripts
make -C /OpenROAD-flow-scripts/flow DESIGN_CONFIG=/design/flow/config.mk WORK_HOME=/design/flow/orfs finish
```
==> metrics.yaml <==
floorplanning:
  initCoreUtil: 0.2121
  io_pins: 48
  die_height_um: 80
  die_w_um: 80
  coreArea_um2: 3416
  die_area_um2: 6400
  rows: 21
timing:
  rsz0062_at_grt: "false"
  fin_crit_sh: 0.6686
  worst_slew_pin_slew_ns: 0.4199
  slew_headroom: 0.7171
  setup_viol: 0
  drv_slew: 0
  max_freq_ghz: 0.1511
  hold_viol_final: 0
  tns_ns: 0
  min_period_ns: 6.619
worst_hold_path:
  hp-class: "in -> out"
  hold_depth: 3
  hold_end: "o_Adder_out[0]"
  hold_start: "i_val2[0]"
detailed_routing:
  num_antenna_cells: 0
  vias_per_cell: 4.630
  wl_um: 2402
  drtAntennaViolNets: 0
  wl_per_cell_um: 12.51
  drtPass1Iterations: 6
  drt_iter0_drc: 29
  drc: 0
  via_count: 889
worst_setup_path:
  cp-start-kind: "input port"
  crit_fanout: 3
  worst_path_most_repeated_cell: "clkdlybuf4s50_1"
  crit_type: "in -> out"
  arrival_ns: 4.64
  worstPathRequired_ns: 7.92
  critPathSlowestCell: "clkdlybuf4s50_1"
  path_cells: "clkdlybuf4s50_1, ha_1, fa_1, a21o_2, a311oi_2, nor3_1, o41ai_2, xnor2_1, clkdlybuf4s50_1"
  max_stage_delay_ns: 0.49
  endpoint_kind: "primary output"
synth:
  ys.warnings.count: 0
  top_cells_by_area: "ha_1 26%, xnor2_1 12%, a21oi_1 12%, xor2_1 6.0%, o21ai_0 5.5%"
  syn_avg_cell_area_um2: 7.392
  largest_area_cell: "ha_1"
  yosys_cells: 98
  yosys_area_um2: 724.4
  seq_area_frac_synth: 0
  yosysTopAreaCellShare: 0.2591
  synth_cell_types: 27
  netlist_instances: 98
  netlist_area_um2: 724.4
layout:
  ff_latch_area_um2: 0
  post-route-util: 0.3696
  drive_gt1_frac: 0.02740
  flops: 0
  area.growth.synth_to_final_pct: 74.27
  clock_buffers: 0
grt:
  grt_pass1_wl_um: 4126
  grt_start_max_net_pins: 7
  grt_usage: 0.07516
  grt_pass1_vias: 930
  gr-total-overflow: 0
  antenna_found_initial: 0
power:
  power_leakage_nw: 0.5007
  p_per_area_nw_per_um2: 67.09
  peakVddDrop_v: 0.00001784
job:
  warnings: 32
  maxCapViolCount: 0
place:
  portBuffers: 48
  gp_congestion: 0.8504
  hpwl_um: 2211
clock_network:
  postCtsHoldBufs: 0
  post_cts_buffers: 0
  cts.repair.resized: 0
status:
  status: "finished, final reports clean"
==> report_power, final <==
group          internal, mW  total, mW  switching, mW
clock network             0          0              0
logic                0.0538     0.0847         0.0309
registers                 0          0              0
total                0.0538     0.0847         0.0309
==> cells in the mapped netlist, drive strengths merged <==
cell type and instances:
a21oi 17, ha 15, xnor2 10, nand2 9, o21ai 8, xor2 5, nand3 4, a21o 3
inv 3, nor3 3, o211ai 3, a311oi 2, nor2 2, nor2b 2, o21bai 2, a211o 1
a211oi 1, a31oi 1, and3 1, fa 1, mux2i 1, nor3b 1, o22ai 1, o41ai 1
or2 1
==> worst max path at each step <==
| stage | from | endpoint | slack (ns) |
|---|---|---|---|
| 5_1_grt | i_val1[0] | o_Adder_out[10] | 3.09 |
| 6_report | i_val1[0] | o_Adder_out[12] | 3.28 |
| 4_1_cts | i_val1[0] | o_Adder_out[14] | 3.25 |
==> layer usage <==
metal | part of all wire | GRT usage | wire [µm] | vias to the layer above
met5 | 0 | 0 | 0 | -
met4 | 0 | 0 | 0 | 0
met3 | 0.076 | 0.01477 | 182 | 0
met2 | 0.45 | 0.1236 | 1079 | 29
met1 | 0.48 | 0.1046 | 1141 | 392
li1 | - | - | - | 468
==> stage by stage <==
stage	setup WS, ns	hold WS [ns]	std cells	instance area, µm²	total power [mW]
2_1_floorplan	4.331	4.032	98	724.4	0.03791
3_3_place_gp	3.269	4.999	192	1262	0.08590
4_1_cts	3.251	4.998	192	1262	0.08668
5_1_grt	3.091	5.046	192	1262	0.09545
6_report	3.281	4.988	192	1262	0.08470
3_5_place_dp	3.254	4.994	192	1262	0.08607
==> kinds of logic (layout without fill, tap and decap cells) <==
family                     after synthesis  count (layout)  synth area share
and+or+nand+nor                         23              23            0.1503
buffers and inverters                    3              51           0.01554
AOI/OAI and AO/OA                       40              40            0.3523
xor gates and xnor gates                15              15            0.1813
adders and majority gates               16              16            0.2867
muxes                                    1               1           0.01382
==> final cells by class <==
type,count,area [µm²]
fill,356,2153
inverter,3,11.26
timing repair buffer,48,480.5
multi-input combinational,95,713.2
tap,46,57.56
==> critical path: cells and delay by family <==
kind,cells,cell delay (ns)
buf+inv,2,0.89
fa+ha+maj,2,0.62
xor+xnor,1,0.16
simple gates,1,0.14
compound gates,3,0.85
==> placed cells by master (no fill, tap or decap) <==
| cell | Yosys | routed |
|---|---|---|
| a211o_1 | 1 | 1 |
| nand3_1 | 4 | 4 |
| a21o_1 | 2 | 2 |
| nor3b_1 | 1 | 1 |
| o21bai_1 | 2 | 2 |
| a311oi_1 | 1 | 1 |
| inv_1 | 3 | 3 |
| o22ai_1 | 1 | 1 |
| fa_1 | 1 | 1 |
| and3_1 | 1 | 1 |
| mux2i_1 | 1 | 1 |
| a31oi_1 | 1 | 1 |
| ha_1 | 15 | 15 |
| nand2_1 | 9 | 9 |
| o21ai_0 | 8 | 8 |
| a311oi_2 | 1 | 1 |
| xnor2_1 | 10 | 10 |
| nor3_1 | 3 | 3 |
| nor2b_1 | 2 | 2 |
| xor2_1 | 5 | 5 |
| a21oi_1 | 17 | 17 |
| a21o_2 | 1 | 1 |
| o211ai_1 | 3 | 3 |
| nor2_1 | 2 | 2 |
| or2_2 | 1 | 1 |
| a211oi_1 | 1 | 1 |
| clkdlybuf4s50_1 | 0 | 48 |
| o41ai_2 | 1 | 1 |
Power and IR drop assume default switching activity.
