### /design/flow/design.v
module MUX #(parameter LENGTH = 'd16)
(
    input [LENGTH-1:0] i_src1, i_src2,
    input i_sel,
    output [LENGTH-1:0] o_MUX_out
);
assign o_MUX_out = (i_sel == 1)? i_src1 : i_src2;
endmodule
### /design/flow/run.sh
#!/bin/bash
# OpenROAD 26Q1-2900-gdf79404cd8, Yosys 0.63+post, stock flow scripts
make -C /OpenROAD-flow-scripts/flow DESIGN_CONFIG=/design/flow/config.mk WORK_HOME=/design/flow/orfs finish
### /design/flow/config.mk
export PLATFORM = sky130hd
export DESIGN_NAME = MUX
export DESIGN_NICKNAME = MUX
export VERILOG_FILES = /design/flow/design.v
export SDC_FILE = /design/flow/constraint.sdc
export NUM_CORES = 4
export LEC_CHECK = 1
export CORE_AREA = 10 10 70 70
export DIE_AREA = 0 0 80 80
### /design/flow/constraint.sdc
current_design MUX

set clk_period 1.0
set clk_io_pct 0.2

create_clock -name clk0 -period $clk_period

set non_clock_inputs [all_inputs -no_clocks]
set_input_delay [expr $clk_period * $clk_io_pct] -clock clk0 $non_clock_inputs
set_output_delay [expr $clk_period * $clk_io_pct] -clock clk0 [all_outputs]
==> impl_metrics.ini <==
; physical design summary
[logic_synthesis]
ys_cells = 18
syn-mean-instance-area_sq_um = 13.8
ys_types = 4
synthAdderAreaFrac_pct = 0
synth.logic.top_family = multiplexers
aoi_share_pct = 0
xor_share_pct = 0
yosys.stat.chipArea_sq_um = 249
seq_area_frac_synth_pct = 0
synthCells = 18
ys_warn_count = 0
synth_area_sq_um = 249
synth.area.mux_share_pct = 87.4
synth-simple-area-share_pct = 0

[cts]
postCtsHoldBufs = 0
post_cts_buffers = 0

[grt]
grt_pass1_wl_um = 2080
grt_antenna_before_repair = 0
grt_max_degree = 9
grt_usage_pct = 3.99
grt-ovfl-total = 0
grt_pass1_vias = 429

[hold_path]
holdPathStages = 3
worstHoldStart = i_src1[13]
holdPathEnd = o_MUX_out[13]
min_path_type = in2out

[timing]
fin_crit_ns = 1.06
tightest_slew_ns = 0.0739
final_max_slew_viol_count = 0
setup_viol = 16
rsz0062_at_grt = true
period_used_pct = 106
hold_violations = 0
fin_ws_ns = -0.0602
relSlewSlack_pct = 95.1
fin_setup_tns_ns = -0.821
max_freq_mhz = 943

[placed_design]
port_buffers = 49
placedCellCount = 112
gp_congestion = 0.823
hpwl_um = 1200

[setup_path]
path_max_fanout = 8
worstPathArrival_ns = 0.86
cp-start-kind = input port
path_class = in2out
endpoint_kind = primary output
worstPathRequired_ns = 0.80

[status]
outcome = complete, but fails checks
violations = setup timing

[detailed_routing]
drt_wl_total_um = 1430
antenna_cells = 0
drt-wirelength-per-cell_um = 12.7
vias = 368
drc = 0
drt_iter0_markers = 1
ant_nets = 0
routed_via_density = 3.26
dr.pass1.iters = 2

[floorplan]
die_x_um = 80
fp.coreArea_sq_um = 3420
initial_core_util_pct = 7.29
die_area_sq_um = 6400
num_rows = 21
ios = 49
die_h_um = 80

[final_layout]
clock_buffers = 0
comb_area_sq_um = 240
seq_area_sq_um = 0
ff_count = 0
utilization_pct = 22.7
area_growth_pct = 212
layout-drive-gt1-share_pct = 52.2
fillCellCount = 377
fin_cells = 113

[job]
warnings = 34
maxCapViolCount = 0

[pwr]
power_density_nw_per_um2 = 371
vdd_drop_max_v = 0.000108
leakage_uw = 0.000411
[routing by layer]
metal,track usage (%),routed length (um),vias up
li1,-,-,167
met1,5.67,700,152
met2,4.41,374,49
met3,3.64,357,0
met4,0,0,0
met5,0,0,-
[placed cells by master, fill, tap and decap left out, drive strengths merged]
cell type and instances:
mux2 16, dlygate4sd2 32, buf 19
[cells by family after synthesis]
family / Yosys count
buffers and inverters: 2
multiplexers: 16
[cells in the mapped netlist (all sizes together)]
library cell	count	share of area (%)
mux2	16	87
buf	2	13
[cell type report]
| type | count | area share [%] |
|---|---|---|
| Tap cell | 46 | 7.42 |
| Multi-Input combinational cell | 16 | 31.0 |
| Timing Repair Buffer | 51 | 61.6 |
[worst max-delay path by stage]
stage                 cells past startpoint  slack (ns)       endpoint   from
after global routing                      4       -0.08   o_MUX_out[6]  i_sel
final                                     4       -0.06  o_MUX_out[11]  i_sel
after CTS                                 4       -0.06  o_MUX_out[11]  i_sel
[through the flow]
stage	total power (uW)	worst slack, ns	hold WS (ns)	cell area (sq um)
6_report	287	-0.0602	0.798	776
5_1_grt	311	-0.0757	0.818	776
4_1_cts	268	-0.0641	0.798	738
3_5_place_dp	318	-0.850	1.44	786
3_3_place_gp	318	-0.850	1.44	786
2_1_floorplan	89.3	0.0725	0.498	249
[critical path, stage by stage]
cell and delay [ns]:
buf_12 0.11, buf_12 0.14, mux2_4 0.30, buf_6 0.11
[power breakdown]
group          switching (uW)  total, uW  internal (uW)
registers                   0          0              0
logic                    64.4        287            223
clock network               0          0              0
[repair_timing]
item	CTS	global route
resized	98	6
endpoints found under the setup margin	16	16
cloned	1	0
No activity file was given, so power comes from the tool's default toggle rates.
